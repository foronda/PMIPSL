**/design/flow/run.sh**
```bash
#!/bin/bash
# OpenROAD 26Q1-2900-gdf79404cd8, Yosys 0.63+post, stock flow scripts
make -C /OpenROAD-flow-scripts/flow DESIGN_CONFIG=/design/flow/config.mk WORK_HOME=/design/flow/orfs finish
```
**/design/flow/constraint.sdc**
```tcl
current_design DMemory_IO

set clk_period 33.1
set clk_io_pct 0.2

create_clock -name clk0 -period $clk_period [get_ports {clock}]

set non_clock_inputs [all_inputs -no_clocks]
set_input_delay [expr $clk_period * $clk_io_pct] -clock clk0 $non_clock_inputs
set_output_delay [expr $clk_period * $clk_io_pct] -clock clk0 [all_outputs]
```
**/design/flow/config.mk**
```make
export PLATFORM = sky130hd
export DESIGN_NAME = DMemory_IO
export DESIGN_NICKNAME = DMemory_IO
export VERILOG_FILES = /design/flow/design.v
export SDC_FILE = /design/flow/constraint.sdc
export NUM_CORES = 4
export LEC_CHECK = 1
export CORE_UTILIZATION = 40
```
**/design/flow/design.v**
```verilog
module DMemory_IO(
		rdata,		 
		io_display,	 
		clock,		 
		addr,		 
		wdata,		 
		write,		 
		read,		 
		io_sw0,		 
		io_sw1		 
		);
output [15:0] rdata;
output [6:0] io_display;
input clock;
input [15:0] addr;
input [15:0] wdata;
input write;
input read;
input io_sw0;
input io_sw1;
reg [15:0] memcell[0:127];  
reg [15:0] rdata;
wire [15:0] mem_rdata;	 
wire [15:0] io_rdata;    
reg [6:0] io_display;  
assign mem_rdata = memcell[addr[7:1]];  
assign io_rdata = {14'd0,io_sw1,io_sw0};
always @(addr or mem_rdata or io_rdata or read)
	begin
	if (read == 0) rdata = 0;
	else  
		begin
		if (addr >= 0 && addr < 256) 	rdata = mem_rdata; 
		else if (addr == 16'hfff0) 		rdata = io_rdata;
		else rdata = 0;  
		end
	end
always @(posedge clock)
	if (write == 1 && addr == 16'hfffa) io_display <= wdata[6:0];
always @(posedge clock)
	if (write == 1 && addr[15:8] == 0) memcell[addr[7:1]] <= wdata;
endmodule
module RegFile(
	rdata1,			 
	rdata2,			 
	clock,		
	wdata,			 
	waddr,			 
	raddr1,			 
	raddr2,			 
	write,			 
	reset
	);			
output [15:0] rdata1, rdata2; 	
input clock;
input reset;
input [15:0] wdata; 			
input [2:0] raddr1, raddr2; 	
input [2:0] waddr; 			
input write;					
reg [15:0] rdata1, rdata2;
reg [15:0] regcell[0:7];		 
always @(posedge clock)
	begin
	if (reset == 1)
		begin
		regcell[0] <= 0;
		regcell[1] <= 0;
		regcell[2] <= 0;
		regcell[3] <= 0;
		regcell[4] <= 0;
		regcell[5] <= 0;
		regcell[6] <= 0;
		regcell[7] <= 0;
		end
	end
always @(posedge clock) if (write==1) regcell[waddr]<=wdata;
always @(raddr1 or regcell[raddr1]) 
	if (raddr1 == 0) 	rdata1 = 0;
	else rdata1 = regcell[raddr1];
always @(raddr2 or regcell[raddr2]) 
	if (raddr2 == 0) 	rdata2 = 0;
	else rdata2 = regcell[raddr2];
endmodule
module ALU(
	result,			 
	zero_result,	 
	indata0,		 
	indata1,		 
	select			 
	);		
output [15:0] result;
output zero_result;
input [15:0] indata0, indata1;
input [2:0] select;
reg [15:0] result;
reg zero_result;
always @(indata0 or indata1 or select)
	case(select)
	0: result = indata0 + indata1;
	1: result = indata0 - indata1;
	2: result = (indata0 - indata1) >> 15;
	3: result = indata0 | indata1;
	4: result = indata0 & indata1;
	default: result = 0;
	endcase
always @(result)  
	if (result == 0) 	zero_result = 1;
	else 			  	zero_result = 0;
endmodule
module MUX2(
	result,		 
	indata0,	 
	indata1,	 
	select		 
	);	
output [15:0] result;
input [15:0] indata0, indata1;
input select;
reg [15:0] result;
always @(indata0 or indata1 or select)
	case(select)
	0: result = indata0;
	1: result = indata1;
	endcase
endmodule
module MUX2S(
	result,		 
	indata0,	    
	indata1,	    
	select		 
	);	
output [2:0] result;
input [2:0] indata0, indata1;
input select;
reg [2:0] result;
always @(indata0 or indata1 or select)
	case(select)
	0: result = indata0;
	1: result = indata1;
	endcase
endmodule
module MUX4(
	result,		 
	indata0,	 
	indata1,	 
	indata2,	 
	indata3,	 
	select		 
	);	
output [15:0] result;
input [15:0] indata0, indata1, indata2, indata3;
input [1:0] select;
reg [15:0] result;
always @(indata0 or indata1 or indata2 or indata3 or select)
	case(select)
	0: result = indata0;
	1: result = indata1;
	2: result = indata2;
	3: result = indata3;
	endcase
endmodule
module SignExt(
	result,		 
	value		 
	);		
output [15:0] result;
input [6:0] value;
assign result = {{9{value[6]}},value };  
endmodule
```
==> results.txt <==
The following summarizes the physical implementation.

Floorplanning
In this run the count of I/O pins placed on the die edge is ~60. The initialized floorplan defines ~160 standard-cell rows. The chip occupies 0.201 mm².

After floorplanning, the core was sized to cover 0.198 mm². The die is between 400 and 500 µm wide. The core utilization before placement is between 40 and 50%. The die extent in y is approximately 450 µm.

Routing
Detailed-route iteration 0 reported a violation count of 3532. The first detailed-routing pass took 5 iterations. The routed via count divided by cell count is ~6. In the final routed layout, each cell accounts on average for 34.8 µm. For this block, wires on met1 add up to ~80 mm. The wire length on met2 is approximately 110 mm. For this block, the routed nets add up to ~250 mm of wire.

The detailed-routed wire length on met3 is ~46 mm. In this run the remaining antenna-violating nets after routing total 0. The detailed router used layers up to and including met5.

The routed via count is around 44000. The post-detailed-route DRC marker count is 0.

CTS
The number of levels the H-tree was split into is 4. The tree built by TritonCTS fans out to 2055 sinks. The count of instances resized after the clock tree is built is 0. The maximum clock path buffer count is 3. The post-CTS setup-driven buffer insertion count is 0. Per the CTS log, the root buffer master is clkbuf_16. The CTS buffer count is between 200 and 250.

The clock tree from TritonCTS is done. The report puts the hold buffer count at CTS at 0. Per the post-CTS timing run, clock transition at the registers of the reported paths is about 0.06 ns.

Power
The proportion of power drawn by the clock network is a little over two fifths. Per the OpenROAD power report, switching power amounts to 0.00123 W. The total power is between 0.005 and 0.006 W. Registers are responsible for ~52% of the overall power. The analysis reports a worst IR drop on VDD of ~0.054 mV.

The cell internal power dissipation is between 0.004 and 0.005 W. The leakage power of the design is between 20 and 30 nW. The power per unit of standard cell area is around 60 mW/mm². The fraction of power consumed by combinational cells is 5.7%. Of the total power, the share spent switching nets is about 22%.

Placement
After its last routability iteration, the placer logged a weighted congestion of 1.01. The cell area reported after detailed placement is about 0.084 mm². The count of buffers added on input and output ports is around 59. The detailed-placement wirelength estimate is roughly 160 mm. Once placement completed, the tool counted placed cells totaling 6921.

Timing
For this run, the top clock speed supported by timing is 52.1 MHz. The final timing summary puts the cycle share of the worst path at between 50% and 60%. The relative slew slack is about 17%. Setup repair after global routing left no endpoint under its margin. The number of max-slew violations in the final report is 0.

At the pin with the least slew margin, the transition time is ~1.2 ns. The post-layout minimum cycle time is a little under 20 ns. In the final report, the number of hold violations comes to 0. The setup TNS after final layout is 0 ns. The total setup violations reported at the end of the flow is 0.

Synthesis
According to the Yosys statistics, the synthesized design has a chip area of ~0.080 mm². For reference, full adder, half adder and majority cells occupy 0% of the area reported after synthesis. By area, the combinational part of the netlist is dominated by multiplexers. Of the total synthesized cell area, the portion taken by AND-OR and OR-AND cells is ~8%. The commonest cells after synthesis are 2055 x edfxtp_1, 257 x mux2i_1, 238 x nor2_1. The post-synthesis sequential area ratio is between 70 and 80%. The cell count listed in synth_stat.txt is 4211. The post-synth count of flops with an enable pin is around 2000.

In the post-synthesis netlist, the biggest area contributors are edfxtp_1 77%, mux4_2 5.0%, mux2i_1 3.2%, a221oi_1 2.1%, mux2_2 1.8%. The area fraction in mux cells is between 10% and 20%. Of the post-synthesis cell area, the dominant cell type holds a little under 80%. For this run, the number of Yosys warnings is 1. The distinct cell type count of the synthesized netlist is 72. After synthesis the cells add up to around 0.080 mm². Yosys instantiated no cell more often than edfxtp_1.

The flip-flop and latch count after synthesis is roughly 2100. For this run, the leading register cell type out of synthesis is edfxtp_1. The parity-gate share of the synthesized area counting xor and xnor cells is 0%. The top cell type by total area after synthesis is edfxtp_1. After Yosys synthesis, and, or, nand and nor cells account for 2.20% of the synthesized area.

Counting every instance in the synthesized netlist gives around 4200. The post-synthesis area per instance is ~19 µm². The share of synthesized registers carrying an async set or reset is 0%.

Cells and area
The utilization after layout is 46.1%. The area growth from synthesis to layout is 14.2%. The share of final-layout standard cells stronger than drive strength 1 is 20.8%.

The finished layout holds ~7300 standard cells, fillers aside. For the completed layout, the total cell area is recorded as between 0.09 and 0.1 mm².

Global routing
Entering global routing, the biggest net connects ~76 pins. The remaining global-route overflow is 0. The first-pass GRT wire length is about 360 mm. The overall routing resource usage is between 20% and 30%. The via count of the first global-routing pass is ~47000. The initial antenna violation count was 15.

Critical path
The critical path contains buffers and inverters numbering 6 combined. The data arrival time reported for the critical path is approximately 13 ns. STA classifies the critical path startpoint as a primary input. By instance count, the cell type seen most on the critical path is buf_4. The critical path class is in2out. The family with the most delay on the worst path is buffers and inverters. The worst setup path is captured at a primary output.

The maximum single-stage delay on the critical path is roughly 0.93 ns. The report lists the cells along the critical path as buf_8, buf_4, buf_4, and2_4, buf_4, a22oi_1, o221a_2, a211oi_1, buf_4, nor4_1, a31oi_1, clkdlybuf4s50_1. The required time of the worst setup path is 26.48 ns.

Per the timing report, the biggest fanout along the worst path comes to roughly 60. The cell with the biggest individual delay on the critical path is a211oi_1.

Job
The number of warning messages in the logs is 26. The total of max-cap violations is 0.

Hold path
The worst min-delay path category is in2reg.

Run status
The flow ran to the end, and the final reports show no timing, DRC or antenna violations.
layer usage:
layer	global-route usage, %	vias up
met5	3.03	-
met4	12.4	34
met3	21.7	680
met2	37.9	3276
met1	32.2	22200
li1	-	18100
stage by stage:
stage | hold WS, ns | setup slack (ns)
CTS | 6.13 | 14.20
finish | 6.15 | 13.89
global route | 6.14 | 14.03
floorplan | 6.72 | 18.13
detailed placement | 7.05 | 14.17
global placement | 7.04 | 14.26
cell usage in the layout, fill, tap and decap left out, types with 10 or more instances in the layout:
master	count
edfxtp_1	2055
buf_4	315
mux2i_1	257
nor2_1	225
clkbuf_16	210
a221oi_1	189
mux4_2	177
mux2_2	128
nand2_1	125
o22ai_1	119
o21ai_0	110
a22oi_1	103
a21oi_1	99
a22o_1	65
clkinv_1	61
clkinv_2	45
clkdlybuf4s50_1	38
a221o_1	34
clkbuf_1	34
o221ai_1	22
bufinv_16	16
a211oi_1	12
nor2_2	12
a31oi_1	11
diode_2	10
o22a_1	10
power by group through the flow:
stage	sequential [W]	clock, W	combinational [W]
finish	0.00286	0.00230	0.000309
global route	0.00286	0.00243	0.000319
CTS	0.00286	0.00233	0.000302
state kept, by name, indices dropped and copies added (netlist names):
signal and count:
io_display 7, memcell 2048
final timing paths:
path / from / end / slack, ns / depth (start not counted)
setup / recovery: addr[3] / rdata[5] / 13.89 / 12
hold / removal: wdata[9] / memcell[52][9] / 6.15 / 1
final cells by class:
type                       count  area [µm²]
antenna                       10        25.0
timing repair buffer         360        2840
sequential                  2055       61700
inverter                       5        28.8
clock buffer                 244        5380
clock inverter               141        1320
fill                       16400      107000
tap                         2640        3300
multi-input combinational   1861       16600
logic make-up (layout without fill, tap and decap cells):
| kind of cell | Yosys count | in the layout |
|---|---|---|
| buffers and inverters | 295 | 750 |
| muxes | 577 | 577 |
| other | 0 | 10 |
| DFF | 2055 | 2055 |
| AOI/OAI and AO/OA | 858 | 858 |
| and+or+nand+nor | 426 | 426 |
Power figures rest on the tool's default switching activity, not on a simulated workload.
